### /design/flow/run.sh
#!/bin/bash
# OpenROAD 26Q1-2900-gdf79404cd8, Yosys 0.63+post, stock flow scripts
make -C /OpenROAD-flow-scripts/flow DESIGN_CONFIG=/design/flow/config.mk WORK_HOME=/design/flow/orfs finish
### /design/flow/config.mk
export PLATFORM = sky130hd
export DESIGN_NAME = id
export DESIGN_NICKNAME = id
export VERILOG_FILES = /design/flow/design.v
export SDC_FILE = /design/flow/constraint.sdc
export NUM_CORES = 4
export LEC_CHECK = 1
export CORE_AREA = 10 10 151 151
export DIE_AREA = 0 0 161 161
### /design/flow/constraint.sdc
current_design id

set clk_period 14.2
set clk_io_pct 0.2

create_clock -name clk0 -period $clk_period

set non_clock_inputs [all_inputs -no_clocks]
set_input_delay [expr $clk_period * $clk_io_pct] -clock clk0 $non_clock_inputs
set_output_delay [expr $clk_period * $clk_io_pct] -clock clk0 [all_outputs]
### /design/flow/design.v
module id(
	input wire [31:0] inst_i,
	input wire [31:0] inst_addr_i,
	output reg[4:0] rs1_addr_o,
	output reg[4:0] rs2_addr_o,
	input wire[31:0] rs1_data_i,
	input wire[31:0] rs2_data_i,
	output reg[31:0] inst_o,
	output reg[31:0] inst_addr_o,
	output reg[31:0] op1_o,
	output reg[31:0] op2_o,
	output reg[4:0]  rd_addr_o,
	output reg 		 reg_wen,
	output reg		 mem_rd_req_o,
	output reg[31:0] mem_rd_addr_o
);
	wire [6:0] opcode;
	wire [4:0] rd;
	wire [2:0] funct3;
	wire [4:0] rs1;
	wire [4:0] rs2;
	wire [6:0] funct7;
	wire [11:0] imm;
	wire [4:0]	shamt;
	assign opcode 	= 	inst_i[6:0];
	assign rd 		= 	inst_i[11:7];
	assign funct3 	= 	inst_i[14:12];
	assign rs1 		= 	inst_i[19:15];
	assign imm 		= 	inst_i[31:20];
	assign funct7 	= 	inst_i[31:25];
	assign rs2 		= 	inst_i[24:20];
	assign shamt	=	inst_i[24:20];
	always @(*)begin
		inst_o = inst_i;
		inst_addr_o = inst_addr_i;
		case(opcode)
			7'b0010011:begin
				mem_rd_req_o  = 1'b0;
				mem_rd_addr_o = 32'b0;	
				case(funct3)
						3'b000, 3'b010, 3'b011, 3'b100, 3'b110, 3'b111 
						:begin
							rs1_addr_o 	= 	rs1;
							rs2_addr_o 	= 	5'b0;
							op1_o 		= 	rs1_data_i;
							op2_o		= 	{{20{imm[11]}}, imm};
							rd_addr_o  	= 	rd;
							reg_wen 	= 	1'b1;
						end
						3'b001, 3'b101:begin
							rs1_addr_o 	= 	rs1;
							rs2_addr_o 	= 	5'b0;
							op1_o 		= 	rs1_data_i;
							op2_o		= 	{27'b0,shamt};
							rd_addr_o  	= 	rd;
							reg_wen 	= 	1'b1;							
						end
						default: begin
							rs1_addr_o 	= 	5'b0;
							rs2_addr_o 	= 	5'b0;
							op1_o 		= 	32'b0;
							op2_o		= 	32'b0;
							rd_addr_o  	= 	5'b0;
							reg_wen 	= 	1'b0;
						end
				endcase
			end
			7'b0110011:begin
				mem_rd_req_o  = 1'b0;
				mem_rd_addr_o = 32'b0;
				case(funct3)
						3'b000,  3'b010, 3'b011,3'b100, 3'b110, 3'b111:begin
							rs1_addr_o 	= 	rs1;
							rs2_addr_o 	= 	rs2;
							op1_o 		= 	rs1_data_i;
							op2_o		= 	rs2_data_i;
							rd_addr_o  	= 	rd;
							reg_wen 	= 	1'b1;
						end
						3'b001, 3'b101: begin
							rs1_addr_o 	= 	rs1;
							rs2_addr_o 	= 	rs2;
							op1_o 		= 	rs1_data_i;
							op2_o		= 	{27'b0, rs2_data_i[4:0]};
							rd_addr_o  	= 	rd;
							reg_wen 	= 	1'b1;	
						end
						default: begin
							rs1_addr_o 	= 	5'b0;
							rs2_addr_o 	= 	5'b0;
							op1_o 		= 	32'b0;
							op2_o		= 	32'b0;
							rd_addr_o  	= 	5'b0;
							reg_wen 	= 	1'b0;
						end
				endcase
			end
			7'b1100011:begin
				mem_rd_req_o  = 1'b0;
				mem_rd_addr_o = 32'b0;		
				case (funct3)
					3'b001, 3'b000, 3'b100, 3'b101, 3'b110, 3'b111:begin
							rs1_addr_o 	= 	rs1;
							rs2_addr_o 	= 	rs2;
							op1_o 		= 	rs1_data_i;
							op2_o		= 	rs2_data_i;
							rd_addr_o  	= 	5'b0;
							reg_wen 	= 	1'b0;
						end
					default:begin
							rs1_addr_o 	= 	5'b0;
							rs2_addr_o 	= 	5'b0;
							op1_o 		= 	32'b0;
							op2_o		= 	32'b0;
							rd_addr_o  	= 	5'b0;
							reg_wen 	= 	1'b0;
						end 
				endcase
			end
			7'b0000011:begin
				case (funct3)
					3'b000 ,3'b001 ,3'b010 ,3'b100,3'b101:begin
							rs1_addr_o 	= 	rs1;
							rs2_addr_o 	= 	5'b0;
							op1_o 		= 	rs1_data_i;
							op2_o		= 	32'b0;
							rd_addr_o  	= 	rd;
							reg_wen 	= 	1'b1;
							mem_rd_req_o  = 1'b1;
							mem_rd_addr_o = rs1_data_i + {{20{imm[11]}},imm};
					end 
					default:begin
						rs1_addr_o 	= 	5'b0;
						rs2_addr_o 	= 	5'b0;
						op1_o 		= 	32'b0;
						op2_o		= 	32'b0;
						rd_addr_o  	= 	5'b0;
						reg_wen 	= 	1'b0;
						mem_rd_req_o  = 1'b0;
						mem_rd_addr_o = 32'b0;	
					end
				endcase
			end	
			7'b0100011:begin
				case (funct3)
					3'b000,3'b001,3'b010:begin
							rs1_addr_o 	= 	rs1;
							rs2_addr_o 	= 	rs2;
							op1_o 		= 	rs1_data_i;
							op2_o		= 	rs2_data_i;
							rd_addr_o  	= 	5'b0;
							reg_wen 	= 	1'b0;
							mem_rd_req_o  = 1'b0;
							mem_rd_addr_o = 32'b0;
					end 
					default:begin
						rs1_addr_o 	= 	5'b0;
						rs2_addr_o 	= 	5'b0;
						op1_o 		= 	32'b0;
						op2_o		= 	32'b0;
						rd_addr_o  	= 	5'b0;
						reg_wen 	= 	1'b0;
						mem_rd_req_o  = 1'b0;
						mem_rd_addr_o = 32'b0;	
					end
				endcase
			end	
			7'b1101111:begin
				rs1_addr_o 	= 	5'b0;
				rs2_addr_o 	= 	5'b0;
				op1_o		=	{{12{inst_i[31]}},inst_i[19:12],inst_i[20],inst_i[30:21],1'b0};
				op2_o		=	32'b0;
				rd_addr_o  	= 	rd;
				reg_wen		=	1'b1;
				mem_rd_req_o  = 1'b0;
				mem_rd_addr_o = 32'b0;	
			end
			7'b1100111:begin
				rs1_addr_o 	= 	rs1;
				rs2_addr_o 	= 	5'b0;
				op1_o		=	rs1_data_i;
				op2_o		=	{{20{imm[11]}}, imm};
				rd_addr_o  	= 	rd;
				reg_wen		=	1'b1;
				mem_rd_req_o  = 1'b0;
				mem_rd_addr_o = 32'b0;	
			end
			7'b0110111:begin
				rs1_addr_o 	= 	5'b0;
				rs2_addr_o 	= 	5'b0;
				op1_o 		= 	{inst_i[31:12],12'b0};
				op2_o		= 	32'b0;
				rd_addr_o  	= 	rd;
				reg_wen 	= 	1'b1;
				mem_rd_req_o  = 1'b0;
				mem_rd_addr_o = 32'b0;				
			end
			7'b0010111:begin
				rs1_addr_o 	= 	5'b0;
				rs2_addr_o 	= 	5'b0;
				op1_o 		= 	{inst_i[31:12],12'b0};
				op2_o		= 	inst_addr_i;
				rd_addr_o  	= 	rd;
				reg_wen 	= 	1'b1;
				mem_rd_req_o  = 1'b0;
				mem_rd_addr_o = 32'b0;				
			end
			default: begin
				rs1_addr_o 	= 	5'b0;
				rs2_addr_o 	= 	5'b0;
				op1_o 		= 	32'b0;
				op2_o		= 	32'b0;
				rd_addr_o  	= 	5'b0;
				reg_wen 	= 	1'b0;
				mem_rd_req_o  = 1'b0;
				mem_rd_addr_o = 32'b0;			
			end
		endcase
	end 
endmodule
==> GITHUB_STEP_SUMMARY <==
### Yosys + OpenROAD results

| Metric | Value |
|---|---|
| Die Wd | approximately 160 µm |
| Max Clk Rate | 0.107 GHz |
| Cts repair resizes | 0 |
| Global-route wire length before repair | 31.4 mm |
| Seq/Total Area, Yosys | 0% |
| Synthesized cell area | 0.00350 mm² |
| Unique masters post-synth | 55 |
| Chip area | 0.0259 mm² |
| Chip Area, Yosys | 0.00350 mm² |
| ANT nets after route | 0 |
| Pwr/cell area | 25.6 mW/mm² |
| Placement Cell Area | 0.00629 mm² |
| Hold crit path type | in -> out |
| I/O Buffers | 305 |
| Total global-route track usage | between 15 and 20% |
| Avg Inst Size Synth | between 6 and 7 µm² |
| Critical Path Sink Type | primary output |
| CTS Hold Bufs | 0 |
| Yosys Instances | 522 |
| Post-Synthesis Cells | 522 |
| Post-route cell area | 0.00629 mm² |
| CP Data Required Time | ~11 ns |
| Antenna violations before repair | 1 |
| Max VDD drop | 0.0102 mV |
| Proportion of layout cells with a drive suffix above 1 | ~2.2% |
| Routed length per instance | 21.4 µm |
| Most common logic cell in the routed design | clkdlybuf4s50_1 |
| Slew margin rel. | 55.2% |
| Final period demand of the worst path | about 9.3 ns |
| Post-Route WL | 21.4 mm |
| GPL Wtd Cong | roughly 0.9 |
| Post-Route Setup TNS | 0 ns |
| GR Util met1 | 17.7% |
| Setup Buffers After CTS | 0 |
| CP Launch Type | primary input |
| N_diodes | 0 |
| Die Height | around 160 µm |
| Drt initial violations | 288 |
| Row cnt | between 50 and 60 |
| Flop count | 0 |
| First-pass iteration count of the detailed router | 4 |
| Placed insts | about 1000 |
| Final Max Tran Viols | 0 |
| LEAKAGE | 0.00237 µW |
| Final WS setup | slightly below 5 ns |
| CP max FO | 6 |
| Largest net degree at the start of global routing | 38 |
| Post-Layout Cell Count | 1000 |
| Worst path arrival time | between 6 and 7 ns |
| Met3 Resource Use GR | 3.77% |
| CP endpoint | mem_rd_addr_o[28] |
| Reg area | 0 µm² |
| M2 GR Usage | 29.8% |
| Total congestion overflow | 0 |
| Most Crowded Layer GR | met2 |
| Floorplan Utilization | approximately 18% |
| Worst-margin pin slew | 0.667 ns |
| # IOs | approximately 300 |
| Critical path startpoint | inst_i[20] |
| Commonest non-fill, non-tap cells in the layout | clkdlybuf4s50_1 (305), nand2_1 (56), a21oi_1 (38) |
| DR vias | 4677 |
| Syn. warnings | 1 |
| Tcrit/Tclk final | 65.6% |
| RSZ-0062 raised after global routing | no |
| Vias in the first global route | 4816 |
| Setup Viol. Count Final | 0 |
| Core Box Area | about 0.020 mm² |
| CP Class | in -> out |
| Fin. Hold Viols | 0 |
| Setup Slack @ Placement | 4.88 ns |
| Drt via density | 4.68 |
| Outcome | finished, final reports clean |
| DRC errors left | 0 |
| Max Cap Violations | 0 |
| OpenROAD warning count | 32 |
| Layout area overhead | 79.6% |
| Final HPWL from detailed placement | 18.8 mm |
| Clkbuf count | 0 |
## logic make-up (layout without fill, tap and decap cells)
family	Yosys count	after routing	synth area share, %
and+or+nand+nor	181	181	25.5
muxes	4	4	1.18
AOI/OAI and AO/OA	180	180	38.0
xor gates and xnor gates	16	16	4.00
buffers and inverters	109	322	19.7
adders and majority gates	32	32	11.7
## cell usage after synthesis, types with 4 or more instances
cell type | n | area, µm²
xor2_1 | 7 | 61.3
nand3_1 | 8 | 40.0
o21a_1 | 12 | 90.1
xnor2_1 | 9 | 78.8
buf_6 | 4 | 45.0
and2_1 | 18 | 113
a211oi_1 | 6 | 45.0
nand2_1 | 56 | 210
a22o_1 | 20 | 175
o21ai_0 | 17 | 85.1
nor3_1 | 17 | 85.1
nor2b_1 | 14 | 87.6
inv_1 | 11 | 41.3
a31oi_1 | 5 | 31.3
nand4_1 | 10 | 62.6
ha_1 | 31 | 388
o21ai_1 | 5 | 25.0
a22oi_1 | 10 | 75.1
buf_4 | 64 | 480
buf_2 | 8 | 40.0
a221o_1 | 33 | 330
nor2_1 | 37 | 139
clkbuf_1 | 20 | 75.1
nand2b_1 | 6 | 37.5
a21oi_1 | 38 | 190
a21o_1 | 12 | 90.1
## power by group
| part | switching [µW] | leakage [µW] | internal (µW) |
|---|---|---|---|
| Sequential | 0 | 0 | 0 |
| Combinational | 72.3 | 0.00237 | 88.9 |
| Clock | 0 | 0 | 0 |
## layer usage
layer | vias to the layer above | wire length (µm)
met5 | - | 0
met4 | 0 | 228
met3 | 10 | 1650
met2 | 180 | 11500
met1 | 2169 | 8080
li1 | 2318 | -
## metrics by stage
step                      total power, µW  hold slack [ns]  utilization (%)
after floorplan                      82.2             5.73                -
after global placement                162             6.51             32.2
after detailed placement              162             6.51             32.2
after CTS                             163             6.51             32.2
after global routing                  177             6.53             32.2
final                                 161             6.51             32.2
## critical path: stages
cell and delay (ns):
clkdlybuf4s50_1 0.62, ha_1 0.22, inv_1 0.06, fa_1 0.39, and2b_1 0.25, o211ai_1 0.16, a2111oi_1 0.47, o21ai_0 0.32
o21a_1 0.30, o21ai_1 0.17, mux2i_1 0.20, clkdlybuf4s50_1 0.49
## layout make-up
type	instances	area, µm²
Inverter	12	45.0
Timing Repair Buffer	310	3090
Fill cell	2119	13200
Tap cell	265	332
Multi-Input combinational cell	413	2820
## worst min-delay path by stage
stage                      start          to  depth (start not counted)
after CTS             inst_i[11]  inst_o[11]                          2
after global routing  inst_i[10]  inst_o[10]                          2
final                 inst_i[11]  inst_o[11]                          2
Power is estimated from default activity; no workload was simulated.

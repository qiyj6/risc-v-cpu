==> design.v <==
module pc_reg(
	input wire clk,
	input wire rst_n,
	input wire [31:0] 	jump_addr_i,
	input wire 			jump_en_i,
	output reg[31:0] pc_o
);
	always @(posedge clk) begin
		if(!rst_n)
			pc_o <= 32'b0;
		else if(jump_en_i)
			pc_o <= jump_addr_i;
		else
			pc_o <= pc_o + 3'd4;
	end
endmodule
==> run.sh <==
#!/bin/bash
# OpenROAD 26Q1-2900-gdf79404cd8, Yosys 0.63+post, stock flow scripts
make -C /OpenROAD-flow-scripts/flow DESIGN_CONFIG=/design/flow/config.mk WORK_HOME=/design/flow/orfs finish
==> config.mk <==
export PLATFORM = sky130hd
export DESIGN_NAME = pc_reg
export DESIGN_NICKNAME = pc_reg
export VERILOG_FILES = /design/flow/design.v
export SDC_FILE = /design/flow/constraint.sdc
export NUM_CORES = 4
export LEC_CHECK = 1
export CORE_AREA = 10 10 112 112
export DIE_AREA = 0 0 122 122
==> constraint.sdc <==
current_design pc_reg

set clk_period 4.1
set clk_io_pct 0.2

create_clock -name clk0 -period $clk_period [get_ports {clk}]

set non_clock_inputs [all_inputs -no_clocks]
set_input_delay [expr $clk_period * $clk_io_pct] -clock clk0 $non_clock_inputs
set_output_delay [expr $clk_period * $clk_io_pct] -clock clk0 [all_outputs]
==> results_dict.tcl <==
# flow metrics
set metrics [dict create \
    outcome "finished clean" \
    min_path_cells 2 \
    synth-seq-cells 32 \
    final-hold-violation-count 0 \
    stage_log_warnings 25 \
    actual_transition_at_the_worst_max_transition_pin_ns 0.614 \
    cts.reportedPaths.clkPinSlew_ns 0.07 \
    syn_inst 205 \
    clock_path_buffers 2 \
    post_cts.repair.setup_buffers 0 \
    grt_first_pass_wirelength_mm 9.07 \
    routed-wl-met3_um 705 \
    antenna_violations_before_repair 0 \
    dr.pass1.iters 4 \
    number_of_drc_violations_after_detailed_routing 0 \
    max_stage_delay_ns 0.64 \
    ys_chip_area_um2 1670 \
    peak_supply_drop_mv 0.132 \
    worst-r2r-setup-slack_ns 1.80 \
    rsz0062_at_grt "no" \
    ctsRootBufferMaster "sky130_fd_sc_hd__clkbuf_8" \
    grt_max_degree 31 \
    whs_endpoint "pc_o[0]$_SDFFE_PN0P_" \
    fp.dieH_um 122 \
    initialDrtViolationCount 119 \
    slew_viol_final 0 \
    mean_instance_size_in_the_synthesized_netlist_um2 8.17 \
    fin_skew_ns 0.00830 \
    clkLatencyLatePin_ns 0.28 \
    total_negative_slack_for_setup_checks_ns 0 \
    syn2layout_area_growth_pct 53.4 \
    global_route.usage.total_pct 7.57 \
    cp_max_fo 22 \
    synth.lib_cells_used.distinct 27 \
    routed-via-count 1762 \
    io_buffers 66 \
    finalWeightedCongestion 0.827 \
    max_freq_ghz 0.392 \
    core-area_um2 10200 \
    placementRows 37 \
    slowest_stage_cell_cp "sky130_fd_sc_hd__clkdlybuf4s50_1" \
    critical_path_arrival_ns 2.73 \
    worst_r2r_endpoint "pc_o[31]$_SDFF_PN0_" \
    avgViaCountPerCell 4.37 \
    cts_htree_levels 2 \
    largest_register_ffs 32 \
    cts_tree "yes" \
    crit_path_start_kind "input port" \
    r2r_cells 4 \
    postLayoutSetupSlackWorst_ns 1.55 \
    die.size.x_um 122 \
    yosys_warnings 1 \
    synth.top_cells.by_area "sky130_fd_sc_hd__dfxtp_1 38%, sky130_fd_sc_hd__o21ai_0 9.3%, sky130_fd_sc_hd__or4_1 5.8%" \
    drt.antenna.violating_nets 0 \
    floorplan_utilization_pct 16.4 \
    grt_pass1_vias 1625 \
    regMostFlops "pc_o" \
    insertedDiodeCount 0 \
    fin_crit_ns 2.55 \
    gr-total-overflow 0 \
    layout-drive-gt1-share_pct 4.12 \
    timing.slew.headroom_pct 59.0 \
    cts_made_buffers 5 \
    critical_path.cell_chain "clkdlybuf4s50_1, inv_1, nand4_1, or4_1, and3_1" \
    chip_area_um2 14900 \
    setup.worst_path.class "input port to flop" \
    top_level_ports 67 \
    cap_viol_max_count 0 \
    holdBufCountCts 0 \
    post-synth-top-area-fraction_pct 38.3 \
    met1_length_mm 2.46 \
    hold_slack_ns 0.503 \
    synth_stat.cells 205 \
    fin_crit_sh_pct 62.2 \
    cts_resized 0 \
    post-place-ws_ns 1.23 \
    cell_area_after_synthesis_um2 1670 \
    topRoutingLayerUsed "met4" \
    wl_per_cell_um 14.3 \
    dp.final_hpwl_mm 4.44 \
    synth_seq_share_pct 38.3 \
    timing.critical_path.to_type "flop" \
    power_density_nw_per_um2 307 \
    numClockSinks 32 \
    met2_length_mm 2.59 \
    yosysTopAreaCell "sky130_fd_sc_hd__dfxtp_1" \
    setup_violations 0 \
    reg.largest.list "pc_o: 32 flops" \
    worstHoldStart "pc_o[0]$_SDFFE_PN0P_" \
    p_leak_nw 0.810 \
    critPathRequiredTime_ns 4.28 \
    timing.hold.worst.class "flop to flop" \
    postRouteWirelength_mm 5.78 \
    regToRegStartpoint "pc_o[4]$_SDFF_PN0_" \
]
metrics by stage:
step | cells | util (%) | instance area (um^2) | total power (W)
after floorplan | 205 | - | 1670 | 0.000405
after global placement | 395 | 24.1 | 2460 | 0.000500
after detailed placement | 395 | 24.1 | 2460 | 0.000500
after CTS | 403 | 25.1 | 2570 | 0.000799
after global routing | 403 | 25.1 | 2570 | 0.000833
final | 403 | 25.1 | 2570 | 0.000789
cell usage in the layout, fill, tap and decap left out, drive strengths merged, types with 5 or more instances in the layout:
cell	count
nand4	9
a31oi	14
o31ai	9
dfxtp	32
nor2	14
nand3	8
o21ai	31
clkdlybuf4s50	66
inv	7
or3	10
clkbuf	6
nand2	7
mux2i	5
or4	13
a21oi	7
xnor2	8
power breakdown:
part,internal (W),switching (W)
sequential,0.000333,0.0000304
clock,0.000180,0.000117
combinational,0.0000854,0.0000422
total,0.000599,0.000190
worst max-delay path by stage:
stage | from | to | slack [ns] | depth (start not counted)
6_report | jump_en_i | pc_o[31]$_SDFF_PN0_ | 1.55 | 5
4_1_cts | jump_en_i | pc_o[31]$_SDFF_PN0_ | 1.53 | 5
5_1_grt | jump_en_i | pc_o[18]$_SDFF_PN0_ | 1.38 | 5
cells by family (layout without fill, tap and decap cells):
kind of cell               count (synthesis)  after routing  synth area share (%)
and+or+nand+nor                           70             70                  24.6
AOI/OAI and AO/OA                         68             68                  24.1
DFF                                       32             32                  38.3
buffers and inverters                     21             83                  5.08
xor gates and xnor gates                   8              8                  4.19
muxes                                      5              5                  2.99
adders and majority gates                  1              1                 0.747
cell type report:
class	count	area, um^2
fillers	1074	7660
multi-input cells	152	948
inverters	7	26.3
clock inverters	2	35.0
flip-flops and latches	32	641
repair buffers	68	676
well taps	136	170
clock buffers	6	72.6
metal layers:
metal  up-vias  global-route usage [%]
li1        907                       -
met1       805                    9.53
met2        46                    11.8
met3         4                    4.04
met4         0                   0.373
met5         -                       0
synthesized netlist by cell type:
library cell / number
sky130_fd_sc_hd__o31ai_1: 9
sky130_fd_sc_hd__nand4_1: 8
sky130_fd_sc_hd__mux2i_1: 5
sky130_fd_sc_hd__nand3_2: 1
sky130_fd_sc_hd__or4_1: 13
sky130_fd_sc_hd__buf_2: 2
sky130_fd_sc_hd__a211oi_1: 2
sky130_fd_sc_hd__nand3_1: 7
sky130_fd_sc_hd__dfxtp_1: 32
sky130_fd_sc_hd__buf_4: 1
sky130_fd_sc_hd__nand2_1: 7
sky130_fd_sc_hd__or3_1: 10
sky130_fd_sc_hd__nor2_1: 14
sky130_fd_sc_hd__a32oi_1: 1
sky130_fd_sc_hd__a21oi_1: 7
sky130_fd_sc_hd__and3_1: 3
sky130_fd_sc_hd__a311oi_1: 4
sky130_fd_sc_hd__ha_1: 1
sky130_fd_sc_hd__inv_1: 7
sky130_fd_sc_hd__and4_1: 2
sky130_fd_sc_hd__nand4_4: 1
sky130_fd_sc_hd__nor3_1: 4
sky130_fd_sc_hd__a31oi_1: 14
sky130_fd_sc_hd__buf_1: 1
sky130_fd_sc_hd__o21ai_0: 31
sky130_fd_sc_hd__xnor2_1: 8
sky130_fd_sc_hd__clkbuf_1: 10
critical path: cells and delay by family:
family,cells,cell delay [ns]
AND/OR/NAND/NOR,3,0.69
buffers and inverters,2,1.22
Power figures rest on the tool's default switching activity, not on a simulated workload.

$ cat ./run.sh
#!/bin/bash
# OpenROAD 26Q1-2900-gdf79404cd8, Yosys 0.63+post, stock flow scripts
make -C /OpenROAD-flow-scripts/flow DESIGN_CONFIG=/design/flow/config.mk WORK_HOME=/design/flow/orfs finish
$ cat ./config.mk
export PLATFORM = sky130hd
export DESIGN_NAME = ex
export DESIGN_NICKNAME = ex
export VERILOG_FILES = /design/flow/design.v
export SDC_FILE = /design/flow/constraint.sdc
export NUM_CORES = 4
export LEC_CHECK = 1
export CORE_UTILIZATION = 50
$ cat ./constraint.sdc
current_design ex

set clk_period 14.6
set clk_io_pct 0.2

create_clock -name clk0 -period $clk_period

set non_clock_inputs [all_inputs -no_clocks]
set_input_delay [expr $clk_period * $clk_io_pct] -clock clk0 $non_clock_inputs
set_output_delay [expr $clk_period * $clk_io_pct] -clock clk0 [all_outputs]
$ cat ./design.v
module ex(
	input wire[31:0] 	inst_i, 
	input wire[31:0]  	inst_addr_i,
	input wire[31:0] 	op1_i,
	input wire[31:0] 	op2_i,
	input wire[4:0]  	rd_addr_i,
	input wire 			rd_wen_i,
	output reg[4:0] 	rd_addr_o,
	output reg[31:0]	rd_data_o,
	output reg    	 	rd_wen_o,
	output reg [31:0] 	jump_addr_o	,	 
	output reg 			jump_en_o	,
	output reg        	hold_flag_o ,
	input wire [31:0] 	mem_rd_data_i,
	output reg [31:0] 	mem_wr_addr_o,
	output reg [3:0]	mem_wr_sel_o ,
	output reg 			mem_wr_req_o ,
	output reg [31:0]	mem_wr_data_o
);
	wire [6:0] opcode;
	wire [4:0] rd;
	wire [2:0] funct3;
	wire [4:0] rs1;
	wire [4:0] rs2;
	wire [6:0] funct7;
	wire [11:0] imm;
	assign opcode 	= 	inst_i[6:0];
	assign rd 		= 	inst_i[11:7];
	assign funct3 	= 	inst_i[14:12];
	assign rs1 		= 	inst_i[19:15];
	assign imm 		= 	inst_i[31:20];
	assign funct7 	= 	inst_i[31:25];
	assign rs2 		= 	inst_i[24:20];
	wire[31:0] 	jump_imm;
	wire       	op1_i_equal_op2_i;
	wire		op1_i_lt_op2_i;
	wire		op1_i_ltu_op2_i;
	assign jump_imm = {{19{inst_i[31]}},inst_i[31],inst_i[7],inst_i[30:25],inst_i[11:8],1'b0};
	assign op1_i_equal_op2_i = (op1_i == op2_i)? 1'b1: 1'b0;						 
	assign op1_i_ltu_op2_i	 =	(op1_i < op2_i)? 1'b1: 1'b0;						 
	assign op1_i_lt_op2_i	 =	(($signed(op1_i)) < ($signed(op2_i)))? 1'b1: 1'b0;	 
	wire[31:0] op1_i_add_op2_i;
	wire[31:0] op1_i_and_op2_i;
	wire[31:0] op1_i_xor_op2_i;
	wire[31:0] op1_i_or_op2_i;
	wire[31:0] op1_i_sll_op2_i;
	wire[31:0] op1_i_srl_op2_i;
	wire[31:0] base_addr_add_addr_offset;
	wire[31:0] base_addr_add_4;
	wire[31:0] load_addr;
	wire[31:0] store_addr;
	assign op1_i_add_op2_i = op1_i + op2_i;								 
	assign op1_i_and_op2_i = op1_i & op2_i;								 
	assign op1_i_xor_op2_i = op1_i ^ op2_i;								 
	assign op1_i_or_op2_i  = op1_i | op2_i;								 
	assign op1_i_sll_op2_i = op1_i << op2_i;							 
	assign op1_i_srl_op2_i = op1_i >> op2_i;							 
	assign base_addr_add_addr_offset = inst_addr_i + jump_imm;			 
	assign base_addr_add_4 = inst_addr_i + 32'h4;
	assign load_addr = op1_i + ({{20{imm[11]}}, imm});
	assign store_addr = op1_i + {funct7, rd};
	wire[1:0] load_index;
	assign load_index = load_addr[1:0];
	wire[1:0] store_index;
	assign store_index = store_addr[1:0];
	wire [31:0] SRA_mask;
	assign SRA_mask = (32'hffff_ffff) >> op2_i[4:0];
	always@(*) begin
		case(opcode)
			7'b0010011:begin
				jump_addr_o	= 	32'b0;
				jump_en_o	=	1'b0;
				hold_flag_o	=	1'b0;				
				case(funct3)
					3'b000:begin
						rd_data_o = op1_i_add_op2_i;
						rd_addr_o = rd_addr_i;
						rd_wen_o  = 1'b1;
					end
					3'b010:begin
						rd_data_o = {31'b0,op1_i_lt_op2_i};
						rd_addr_o = rd_addr_i;
						rd_wen_o  = 1'b1;
					end
					3'b011:begin
						rd_data_o = {31'b0,op1_i_ltu_op2_i};
						rd_addr_o = rd_addr_i;
						rd_wen_o  = 1'b1;
					end
					3'b100:begin
						rd_data_o = op1_i_xor_op2_i;
						rd_addr_o = rd_addr_i;
						rd_wen_o  = 1'b1;
					end
					3'b110:begin
						rd_data_o = op1_i_or_op2_i;
						rd_addr_o = rd_addr_i;
						rd_wen_o  = 1'b1;
					end
					3'b111:begin
						rd_data_o = op1_i_and_op2_i;
						rd_addr_o = rd_addr_i;
						rd_wen_o  = 1'b1;
					end
					3'b001:begin
						rd_data_o = op1_i_sll_op2_i;
						rd_addr_o = rd_addr_i;
						rd_wen_o  = 1'b1;
					end
					3'b101:begin
						if (funct7[5] == 1'b1) begin	 
							rd_data_o = (((op1_i_srl_op2_i) & SRA_mask)) | (({32{op1_i[31]}}) & (~SRA_mask));
							rd_addr_o = rd_addr_i;
							rd_wen_o  = 1'b1;							
						end 
						else begin						 
							rd_data_o = op1_i_srl_op2_i;
							rd_addr_o = rd_addr_i;
							rd_wen_o  = 1'b1;							
						end
					end	
					default:begin
						rd_data_o = 32'b0;
						rd_addr_o = 5'b0;
						rd_wen_o  = 1'b0;
					end
				endcase
			end
			7'b0110011:begin
				jump_addr_o	= 	32'b0;
				jump_en_o	=	1'b0;
				hold_flag_o	=	1'b0;					
				case(funct3)
					3'b000:begin
						if(funct7[5] == 1'b0) begin
							rd_data_o = op1_i_add_op2_i;
							rd_addr_o = rd_addr_i;
							rd_wen_o = 1'b1;
						end
						else begin
							rd_data_o = op1_i - op2_i;
							rd_addr_o = rd_addr_i;
							rd_wen_o = 1'b1;
						end
					end
					3'b001:begin
						rd_data_o = op1_i_sll_op2_i;
						rd_addr_o = rd_addr_i;
						rd_wen_o = 1'b1;
					end
					3'b010:begin
						rd_data_o = {31'b0,op1_i_lt_op2_i};
						rd_addr_o = rd_addr_i;
						rd_wen_o = 1'b1;
					end
					3'b011:begin
						rd_data_o = {31'b0,op1_i_ltu_op2_i};
						rd_addr_o = rd_addr_i;
						rd_wen_o = 1'b1;
					end
					3'b100:begin
						rd_data_o = op1_i_xor_op2_i;	
						rd_addr_o = rd_addr_i;
						rd_wen_o = 1'b1;
					end
					3'b110:begin
						rd_data_o = op1_i_or_op2_i;
						rd_addr_o = rd_addr_i;
						rd_wen_o = 1'b1;
					end
					3'b111:begin
						rd_data_o = op1_i_and_op2_i;
						rd_addr_o = rd_addr_i;
						rd_wen_o = 1'b1;
					end
					3'b101:begin
						if (funct7[5] == 1'b1) begin	 
							rd_data_o = (((op1_i_srl_op2_i) & SRA_mask)) | (({32{op1_i[31]}}) & (~SRA_mask));
							rd_addr_o = rd_addr_i;
							rd_wen_o  = 1'b1;							
						end 
						else begin						 
							rd_data_o = op1_i_srl_op2_i;
							rd_addr_o = rd_addr_i;
							rd_wen_o  = 1'b1;							
						end
					end	
					default:begin
						rd_data_o = 32'b0;
						rd_addr_o = 5'b0;
						rd_wen_o = 1'b0;
					end
				endcase
			end
			7'b1100011:begin
				rd_data_o = 32'b0;
				rd_addr_o = 5'b0;
				rd_wen_o  = 1'b0;
				case (funct3)
					3'b000:begin
						jump_addr_o	= 	base_addr_add_addr_offset;
						jump_en_o	=	op1_i_equal_op2_i;
						hold_flag_o	=	1'b0;
					end
					3'b001:begin
						jump_addr_o	= 	base_addr_add_addr_offset; 
						jump_en_o	=	~op1_i_equal_op2_i;
						hold_flag_o	=	1'b0;
					end
					3'b100:begin
						jump_addr_o	= 	base_addr_add_addr_offset;
						jump_en_o	=	op1_i_lt_op2_i;
						hold_flag_o	=	1'b0;						
					end
					3'b101:begin		
						jump_addr_o	= 	base_addr_add_addr_offset;
						jump_en_o	=	~op1_i_lt_op2_i;
						hold_flag_o	=	1'b0;						
					end
					3'b110:begin	
						jump_addr_o	= 	base_addr_add_addr_offset;
						jump_en_o	=	op1_i_ltu_op2_i;
						hold_flag_o	=	1'b0;						
					end
					3'b111:begin	
						jump_addr_o	= 	base_addr_add_addr_offset;
						jump_en_o	=	~op1_i_ltu_op2_i;
						hold_flag_o	=	1'b0;						
					end
					default:begin
						jump_addr_o	= 	32'b0;
						jump_en_o	=	1'b0;
						hold_flag_o	=	1'b0;	
					end 
				endcase
			end
			7'b0000011:begin
				jump_addr_o	= 	32'b0;
				jump_en_o	=	1'b0;
				hold_flag_o	=	1'b0;
				mem_wr_addr_o = 32'b0;
				mem_wr_sel_o = 4'b0;
				mem_wr_req_o = 1'b0;
				mem_wr_data_o = 32'b0;	
				case (funct3)
					3'b000:begin
						rd_addr_o = rd;
						rd_wen_o  = 1'b1;
						case (load_index)
							2'b00:begin
								rd_data_o = {{24{mem_rd_data_i[7]}},mem_rd_data_i[7:0]};	
							end
							2'b01:begin
								rd_data_o = {{24{mem_rd_data_i[15]}},mem_rd_data_i[15:8]};	
							end
							2'b10:begin
								rd_data_o = {{24{mem_rd_data_i[23]}},mem_rd_data_i[23:16]};	
							end
							2'b11:begin
								rd_data_o = {{24{mem_rd_data_i[31]}},mem_rd_data_i[31:24]};	
							end
							default:
								rd_data_o = 32'b0;
						endcase
					end
					3'b001:begin
						rd_addr_o = rd;
						rd_wen_o  = 1'b1;
						case (load_index[1])
							1'b0:begin
								rd_data_o = {{16{mem_rd_data_i[15]}},mem_rd_data_i[15:0]};
							end
							1'b1:begin
								rd_data_o = {{16{mem_rd_data_i[31]}},mem_rd_data_i[31:16]};
							end 
							default:
								rd_data_o = 32'b0; 
						endcase
					end	
					3'b100:begin
						rd_addr_o = rd;
						rd_wen_o  = 1'b1;
						case (load_index)
							2'b00:begin
								rd_data_o = {24'b0,mem_rd_data_i[7:0]};	
							end
							2'b01:begin
								rd_data_o = {24'b0,mem_rd_data_i[15:8]};	
							end
							2'b10:begin
								rd_data_o = {24'b0,mem_rd_data_i[23:16]};	
							end
							2'b11:begin
								rd_data_o = {24'b0,mem_rd_data_i[31:24]};	
							end
							default:
								rd_data_o = 32'b0;
						endcase
					end
					3'b101:begin
						rd_addr_o = rd;
						rd_wen_o  = 1'b1;
						case (load_index[1])
							1'b0:begin
								rd_data_o = {16'b0,mem_rd_data_i[15:0]};
							end
							1'b1:begin
								rd_data_o = {16'b0,mem_rd_data_i[31:16]};
							end 
							default:
								rd_data_o = 32'b0; 
						endcase
					end			
					3'b010:begin
						rd_data_o = mem_rd_data_i;
						rd_addr_o = rd;
						rd_wen_o  = 1'b1;
					end
					default:begin
						rd_data_o = 32'b0;
						rd_addr_o = 5'b0;
						rd_wen_o  = 1'b0;
					end 
				endcase
			end
			7'b0100011:begin
				jump_addr_o	= 	32'b0;
				jump_en_o	=	1'b0;
				hold_flag_o	=	1'b0;
				rd_data_o = 32'b0;
				rd_addr_o = 5'b0;
				rd_wen_o  = 1'b0;
				case (funct3)
					3'b010:begin
						mem_wr_req_o = 1'b1;
						mem_wr_addr_o = store_addr;
						mem_wr_data_o = op2_i;
						mem_wr_sel_o = 4'b1111;
					end 
					3'b001:begin
						mem_wr_req_o = 1'b1;
						mem_wr_addr_o = store_addr;
						case (store_index[1])
							1'b0:begin
								mem_wr_sel_o = 4'b0011;
								mem_wr_data_o = {16'b0,op2_i[15:0]};
							end 
							1'b1:begin
								mem_wr_sel_o = 4'b1100;
								mem_wr_data_o = {op2_i[15:0],16'b0};
							end
							default: begin
								mem_wr_sel_o = 4'b0000;
								mem_wr_data_o = 32'b0;
							end	
						endcase
					end
					3'b000:begin			
						mem_wr_req_o  = 1'b1;
						mem_wr_addr_o = store_addr;
						case(store_index)
							2'b00:begin
								mem_wr_data_o = {24'b0,op2_i[7:0]};
								mem_wr_sel_o  = 4'b0001;	
							end
							2'b01:begin
								mem_wr_data_o = {16'b0,op2_i[7:0],8'b0};
								mem_wr_sel_o  = 4'b0010;	
							end
							2'b10:begin
								mem_wr_data_o = {8'b0,op2_i[7:0],16'b0};
								mem_wr_sel_o  = 4'b0100;	
							end
							2'b11:begin
								mem_wr_data_o = {op2_i[7:0],24'b0};
								mem_wr_sel_o  = 4'b1000;	
							end
							default:begin
								mem_wr_data_o = 32'b0;
								mem_wr_sel_o  = 4'b0000;	
							end
						endcase
					end	
					default:begin
						mem_wr_addr_o= 32'b0;
						mem_wr_sel_o = 4'b0;
						mem_wr_req_o = 1'b0;
						mem_wr_data_o= 32'b0;	
					end	 
				endcase
			end
			7'b1101111:begin
				rd_data_o = base_addr_add_4;
				rd_addr_o = rd_addr_i;
				rd_wen_o  = 1'b1;
				jump_addr_o	= 	inst_addr_i + op1_i;
				jump_en_o	=	1'b1;
				hold_flag_o	=	1'b0;
				mem_wr_addr_o= 32'b0;
				mem_wr_sel_o = 4'b0;
				mem_wr_req_o = 1'b0;
				mem_wr_data_o= 32'b0;
			end
			7'b1100111:begin
				rd_data_o = base_addr_add_4;
				rd_addr_o = rd_addr_i;
				rd_wen_o  = 1'b1;
				jump_addr_o	= 	op1_i_add_op2_i;
				jump_en_o	=	1'b1;
				hold_flag_o	=	1'b0;
				mem_wr_addr_o= 32'b0;
				mem_wr_sel_o = 4'b0;
				mem_wr_req_o = 1'b0;
				mem_wr_data_o= 32'b0;
			end
			7'b0110111:begin
				rd_data_o	= 	op1_i;
				rd_addr_o	= 	rd_addr_i;
				rd_wen_o    = 	1'b1;
				jump_addr_o	= 	32'b0;
				jump_en_o	=	1'b0;
				hold_flag_o	=	1'b0;
				mem_wr_addr_o= 32'b0;
				mem_wr_sel_o = 4'b0;
				mem_wr_req_o = 1'b0;
				mem_wr_data_o= 32'b0;
			end
			7'b0010111:begin
				rd_data_o = op1_i_add_op2_i;
				rd_addr_o = rd_addr_i;
				rd_wen_o  = 1'b1;
				jump_addr_o	= 	32'b0;
				jump_en_o	=	1'b0;
				hold_flag_o	=	1'b0;
				mem_wr_addr_o= 32'b0;
				mem_wr_sel_o = 4'b0;
				mem_wr_req_o = 1'b0;
				mem_wr_data_o= 32'b0;
			end
			default:begin
				rd_data_o = 32'b0;
				rd_addr_o = 5'b0;
				rd_wen_o   = 1'b0;
				jump_addr_o	= 	32'b0;
				jump_en_o	=	1'b0;
				hold_flag_o	=	1'b0;
				mem_wr_addr_o= 32'b0;
				mem_wr_sel_o = 4'b0;
				mem_wr_req_o = 1'b0;
				mem_wr_data_o= 32'b0;	
			end
		endcase
	end
endmodule
==> run summary <==
Implementation run completed; key figures follow.

Run status:
- The run finished with clean final reports.

Logic synthesis:
- The run puts the number of distinct library cells after synthesis at 88.
- The synth_stat.txt file lists the number of cells as 2557.
- For this run, asynchronously set or reset flops after synthesis account for 0.
- By instance count, the leading cell after synthesis is sky130_fd_sc_hd__nor2_1.
- The run puts the count of yosys warnings during synthesis at 1.
- Post-synthesis, Yosys gives the total cell area as 17200 um^2.
- The run puts the area share of the largest cell type after synthesis at 0.124.
- The commonest cells after synthesis are sky130_fd_sc_hd__nor2_1 (327), sky130_fd_sc_hd__a21oi_1 (253), sky130_fd_sc_hd__nand2_1 (205), sky130_fd_sc_hd__ha_1 (171), sky130_fd_sc_hd__o21ai_0 (168).
- Per the synthesis report, the dominant area consumer among library cells is sky130_fd_sc_hd__ha_1.
- The run puts the number of enable-type register cells in the synthesized netlist at 0.
- In this run the cell area of the synthesized design comes to 17200 um^2.
- After synthesis, the cell types taking the most area are sky130_fd_sc_hd__ha_1 (12%), sky130_fd_sc_hd__a21oi_1 (7.4%), sky130_fd_sc_hd__nor2_1 (7.1%), sky130_fd_sc_hd__dlxtn_1 (6.0%), sky130_fd_sc_hd__xnor2_1 (5.5%).
- The run gives the synthesis-stage register bit count as 69.
- The run gives the flip-flop cell with the highest count after synthesis as sky130_fd_sc_hd__dlxtn_1.
- The run gives the mean cell area of the mapped netlist as 6.73 um^2.
- The synthesized netlist handed to floorplanning was reported with a cell count of 2557.

Clock tree:
- After clock tree synthesis, the flow added hold-fix buffers numbering 0.
- The run gives the count of buffers added by post-CTS timing repair for setup as 0.
- Post-CTS repair ended up resizing 0 cells.

Finish:
- The run puts the final instance area at 20600 um^2.
- The run puts the count of fill cells added during filler insertion at 3024.
- The run puts the end-of-flow core utilization at 0.611.
- From synthesis to final layout, the design area changed by 19.8%.
- The run gives the ratio of cells with drive above 1 in the final layout as 0.0574.

STA:
- The run puts the worst relative slew slack at 0.301.
- The final timing summary puts the cycle share of the worst path at 0.763.
- The run puts the number of hold violations in the final report at 0.
- The run gives the pin slew with the least headroom to its limit as 1.05 ns.
- The timer found 69 register pins that no clock reaches; their paths are not timed.
- The smallest clock period supported by the final layout is computed as 11.14 ns.
- Setup repair after global routing left no endpoint under its margin.
- The run gives the setup TNS after final layout as 0 ns.
- The run gives the count of endpoints without a timing constraint as 138.
- The run gives the final setup violation count as 0.
- The run puts the final tally of max-slew violations at 0.
- The run gives the upper clock frequency limit as 0.0897 GHz.

Worst setup path:
- The run gives the critical path endpoint category as a primary output.
- The signal on the critical path passes through clkdlybuf4s50_1 > inv_1 > ha_1 > inv_1 > a221oi_1 > nor4b_1 > o211ai_1 > a21oi_1 > o21bai_1 > o22ai_1 > o21ai_0 > o41a_1 > a31oi_1 > clkdlybuf4s50_1.
- The longest incremental delay of any stage on the critical path is reported as 0.88 ns.
- The run puts the maximum fanout along the worst path at 11.
- The slowest stage of the critical path belongs to the cell sky130_fd_sc_hd__clkdlybuf4s50_1.
- Along the critical path, the tally of buffer and inverter instances is 4.
- For reference, the most critical setup path is categorized as primary input to primary output.
- For the worst setup path, the data required time is 11.68 ns.
- STA classifies the critical path startpoint as a primary input.
- Broken down by cell family, the worst path's largest delay share belongs to AND-OR/OR-AND gates.
- According to the timing report, the arrival time at the worst endpoint equals 8.22 ns.

Power:
- Across the VDD grid, the largest voltage drop is 26.9 uV.
- The run puts the leakage power of the design at 8.14 nW.
- Switching power as a fraction of the total was reported as 0.619.
- The run puts the power per unit of standard cell area at 34.7 nW/um^2.
- Cell internal power was estimated by the tool at 0.000273 W.
- The run puts the net switching component of the power at 0.000442 W.

Run:
- The run puts the count of tool warnings at 106.
- The run puts the tally of max-capacitance violations at 0.

Global routing:
- The run gives the pin count of the biggest net entering global routing as 70.
- Total global-route track usage over all layers is 0.481.
- The run puts the number of global-route vias before repair at 19900.
- The run puts the total grt overflow at 0.
- The initial antenna violation count was 2.
- The first global-routing pass estimated 126 mm of wire.

Min path:
- The run gives the startpoint of the lowest-slack hold path as rd_addr_i[3].
- The run gives the kind of path behind the tightest hold check as primary input to primary output.
- Counting instances, the worst hold path has a depth of 3.
- Hold analysis lists the worst path endpoint as rd_addr_o[3].

Drt:
- The run puts the count of vias placed by the detailed router at 22000.
- The run gives the DRC violation total after the first TritonRoute iteration as 3337.
- For this run, the detailed router's first-pass iteration total came to 17.
- The run puts the remaining antenna violation count at 0.
- The run gives the number of remaining DRC errors as 0.
- The run gives the final wirelength as 85.3 mm.
- The run gives the post-detailed-route wirelength per cell as 26.6 um.
- The run puts the detail-routed via count per cell at 6.87.

Floorplan:
- The run gives the vertical die dimension as 187 um.
- In this run the core area contains 67 standard-cell rows.
- The run gives the effective utilization at floorplan as 0.510.
- The run gives the I/O pin total as 307.
- The core region is 33700 um^2.
- The run gives the die span in x as 187 um.
- After floorplanning, the die was sized to cover 35200 um^2.

Placement:
- The run gives the instance area at placement as 20600 um^2.
- The run puts the quantity of I/O buffers inserted on ports at 297.
- The run puts the routability congestion estimate from global placement at 1.11.
- The run puts the half-perimeter wire length of the detailed placement result at 67.5 mm.
stage by stage:
| step | total power (W) | cells | hold WS (ns) | worst slack, ns |
|---|---|---|---|---|
| floorplan | 0.000437 | 2557 | 5.89 | 5.18 |
| global placement | 0.000677 | 3200 | 6.82 | 3.74 |
| detailed placement | 0.000682 | 3200 | 6.83 | 3.77 |
| CTS | 0.000686 | 3200 | 6.84 | 3.73 |
| global route | 0.000756 | 3200 | 6.86 | 3.34 |
| finish | 0.000715 | 3201 | 6.83 | 3.46 |
placed cells by master, fill, tap and decap left out, types with 14 or more instances in the layout:
| cell type | count |
|---|---|
| sky130_fd_sc_hd__and3_1 | 18 |
| sky130_fd_sc_hd__nand2_1 | 205 |
| sky130_fd_sc_hd__a31oi_1 | 30 |
| sky130_fd_sc_hd__ha_1 | 171 |
| sky130_fd_sc_hd__nor3_1 | 70 |
| sky130_fd_sc_hd__o211ai_1 | 21 |
| sky130_fd_sc_hd__nor2b_1 | 15 |
| sky130_fd_sc_hd__a222oi_1 | 23 |
| sky130_fd_sc_hd__a21oi_1 | 252 |
| sky130_fd_sc_hd__buf_4 | 74 |
| sky130_fd_sc_hd__a221oi_1 | 29 |
| sky130_fd_sc_hd__o22ai_1 | 36 |
| sky130_fd_sc_hd__o21a_1 | 19 |
| sky130_fd_sc_hd__a22oi_1 | 57 |
| sky130_fd_sc_hd__a21o_1 | 40 |
| sky130_fd_sc_hd__o221ai_1 | 28 |
| sky130_fd_sc_hd__o31ai_1 | 14 |
| sky130_fd_sc_hd__dlxtn_1 | 69 |
| sky130_fd_sc_hd__xnor2_1 | 109 |
| sky130_fd_sc_hd__and2_1 | 15 |
| sky130_fd_sc_hd__mux4_2 | 37 |
| sky130_fd_sc_hd__a211oi_1 | 34 |
| sky130_fd_sc_hd__inv_1 | 117 |
| sky130_fd_sc_hd__xor2_1 | 42 |
| sky130_fd_sc_hd__nand4_1 | 25 |
| sky130_fd_sc_hd__o21bai_1 | 25 |
| sky130_fd_sc_hd__nor4_1 | 17 |
| sky130_fd_sc_hd__clkdlybuf4s50_1 | 291 |
| sky130_fd_sc_hd__o21ai_1 | 20 |
| sky130_fd_sc_hd__o21ai_0 | 168 |
| sky130_fd_sc_hd__nor2_1 | 327 |
| sky130_fd_sc_hd__mux2i_1 | 63 |
| sky130_fd_sc_hd__or3_1 | 23 |
| sky130_fd_sc_hd__nand3_1 | 41 |
| sky130_fd_sc_hd__nand2b_1 | 25 |
cells by family after synthesis:
kind of cell / count (synthesis) / share of synthesized area
mux: 109 / 0.0910
xor+xnor: 152 / 0.0782
fa+ha+maj: 176 / 0.130
latches: 69 / 0.0605
compound gates: 919 / 0.352
simple gates: 834 / 0.222
other cells: 1 / 0.000218
buf+inv: 297 / 0.0668
how the worst max path moves through the flow:
stage / start / endpoint / slack (ns) / depth (start not counted)
after global routing: op2_i[4] / rd_data_o[31] / 3.34 / 16
after CTS: op1_i[4] / rd_data_o[31] / 3.73 / 14
final: op1_i[4] / rd_data_o[31] / 3.46 / 14
flip-flops by register name, indices dropped and copies added (netlist names):
signal,cells
mem_wr_sel_o,4
mem_wr_data_o,32
mem_wr_addr_o,32
mem_wr_req_o,1
per-layer routing:
metal | up-vias | part of all wire | routed length, um | global-route usage
met5 | - | 0.00013 | 11 | 0
met4 | 2 | 0.064 | 5450 | 0.235
met3 | 334 | 0.15 | 12700 | 0.179
met2 | 1794 | 0.41 | 34600 | 0.687
met1 | 9929 | 0.38 | 32500 | 0.642
li1 | 9925 | - | - | -
layout make-up:
| cell class | instances | area (um^2) | share of cell area |
|---|---|---|---|
| sequential | 69 | 1040 | 0.0503 |
| multi-input combinational | 2191 | 15100 | 0.731 |
| tap | 448 | 561 | 0.0272 |
| timing repair buffer | 370 | 3490 | 0.170 |
| inverter | 122 | 458 | 0.0222 |
| antenna | 1 | 2.50 | 0.000121 |
power by group through the flow:
stage	clock, W	combinational (W)	sequential [W]
after CTS	0	0.000684	0.00000199
after global routing	0	0.000754	0.00000201
Power figures rest on the tool's default switching activity, not on a simulated workload.
